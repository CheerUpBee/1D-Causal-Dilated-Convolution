<file path="design.v">
`timescale 1ns / 1ps
module Simple1DConv(
    input clk,
    input reset,
    input wire signed [7:0] x,
    output reg signed [7:0] y,
    input h_write,
    input [3:0] h_index,
    input [7:0] h_value
    );
    parameter integer KERNEL_SIZE = 3;
    integer i;
    reg signed [7:0] x_delay[0:KERNEL_SIZE-1];
    reg signed [7:0] h[0:KERNEL_SIZE-1];
    reg signed [15:0] sum;
    reg signed [15:0] mul[0:KERNEL_SIZE-1];
    always @ (posedge clk or posedge reset) begin
        if(reset) begin
            for(i=0; i<KERNEL_SIZE; i=i+1) begin
                x_delay[i] <= 8'd0;
            end
        end
        else begin
            for(i=1; i<KERNEL_SIZE; i=i+1) begin
                x_delay[i] <= x_delay[i-1];
            end
            x_delay[0] <= x; 
        end
    end
    always @ (posedge clk or posedge reset) begin  
        if(reset) begin
            for(i=0; i<KERNEL_SIZE; i=i+1) begin
                h[i] <= 8'd1 + i;
            end
        end
        else begin
            if(h_write == 1) begin
                h[h_index] <= h_value;
            end
        end
    end
    always @ (*) begin  
        for(i=0; i<KERNEL_SIZE; i=i+1) begin
            mul[i] = x_delay[i] * h[i];
        end
        sum = 0;
        for(i=0; i<KERNEL_SIZE; i=i+1) begin
            sum = sum + mul[i];
        end
    end
    always @ (posedge clk or posedge reset) begin
        if(reset) begin
            y <= 0;
        end
        else begin
            if(sum >= 127) begin
                y <= 8'd127;
            end
        else if(sum <=-128) begin
                y <= -8'd128;
            end
        else begin
                y <= sum[7:0];
            end                
        end
    end
endmodule
</file>
<file path="run.sh">
#!/bin/bash
# OpenROAD 26Q1-2900-gdf79404cd8, Yosys 0.63+post, stock flow scripts
make -C /OpenROAD-flow-scripts/flow DESIGN_CONFIG=/design/flow/config.mk WORK_HOME=/design/flow/orfs finish
</file>
<file path="config.mk">
export PLATFORM = sky130hd
export DESIGN_NAME = Simple1DConv
export DESIGN_NICKNAME = Simple1DConv
export VERILOG_FILES = /design/flow/design.v
export SDC_FILE = /design/flow/constraint.sdc
export NUM_CORES = 4
export LEC_CHECK = 1
export CORE_UTILIZATION = 30
</file>
<file path="constraint.sdc">
current_design Simple1DConv

set clk_period 7.5
set clk_io_pct 0.2

create_clock -name clk0 -period $clk_period [get_ports {clk}]

set non_clock_inputs [all_inputs -no_clocks]
set_input_delay [expr $clk_period * $clk_io_pct] -clock clk0 $non_clock_inputs
set_output_delay [expr $clk_period * $clk_io_pct] -clock clk0 [all_outputs]
</file>
==> flow_summary.yaml <==
# physical design summary
route:
  first_pass_iters: 5
  drt-met1-wl_mm: 9.079
  drtIter0Drc: 262
  viasPerCell: 4.392
  vias: 6246
  antenna_left: 0
  wl_met3_mm: 1.187
  dr.max_layer_used: "met4"
  drc: 0
  met2_length_mm: 10.54
  antenna_cells: 0
  drt-total-wl_mm: 21.20
  wl_per_cell_um: 14.91
sta:
  grt_setup_unrepaired: "false"
  drv_slew: 0
  period_used_pct: 94.53
  worst_hold_slack_ps: 563.3
  fmax_mhz: 141.0
  min_period_ps: 7090
  maxSlewHeadroom_pct: 60.36
  fin_skew_ps: 9.015
  setup_viol: 0
  tightest_slew_ps: 593.8
  tns_ps: 0
  hold_viol: 0
logic_synthesis:
  edf_count: 0
  ys_cells: 952
  yosys_area_um2: 9804
  syn_inst: 952
  common_cells: "inv_1, fa_1, and2_1"
  yosysSeqAreaShare_pct: 14.34
  top_area_share_pct: 43.49
  synth-async-reset-ratio_pct: 100.0
  top_cell: "inv_1"
  avgSynthCellArea_um2: 10.30
  ys.flops: 56
  area_leaders: "fa_1, dfrtp_1, inv_1"
  synth_area_um2: 9804
  ys_types: 49
  yosys_warnings: 4
  largest_area_cell: "fa_1"
  ys.flop_type: "dfrtp_1"
clock_tree:
  clock_latency_ps: 310
  cts.sinks: 56
  tritoncts: "yes"
  post-cts-setup-buffers: 0
  cts_buffers: 5
  ctsResizeCount: 0
  clk_pin_slew_worst_paths_ps: 80
  cts_hold_buf: 0
  cts_root_buffer: "clkbuf_16"
  clk_path_buf_depth: 2
  cts-htree-levels: 2
min_path:
  hold_path_class: "reg -> reg"
  min_path_cells: 0
global_routing:
  grt_max_degree: 32
  antenna_found_initial: 0
  first_global_vias: 6684
  grt_first_pass_wirelength_mm: 36.14
  grt_usage_pct: 14.65
  grt_overflow_total: 0
outcome:
  status: "complete, no violations"
critical_path:
  path_class: "reg -> reg"
  path_max_fanout: 8
  start_kind: "flop"
  cp-end-kind: "flop"
  critical_path_required_ps: 7720
  crit_arrival_ps: 7310
  reg2reg_depth: 21
placement:
  place_hpwl_mm: 18.17
  gp_congestion: 0.8533
  port_buffers: 28
floorplan:
  io-pin-count: 31
  initCoreUtil_pct: 30.75
  die_area_um2: 33410
  rows: 65
  die_h_um: 182.8
  die_w_um: 182.8
  core_um2: 31880
job:
  tool_warnings: 29
  max-cap-violations: 0
layout:
  syn_to_final_growth_pct: 10.21
  drive_above_1_share_pct: 5.370
-- final cells by class --
cell class	instances	area [um2]
clock buffers	5	125.1
clock inverters	3	27.53
fillers	3261	21080
inverters	268	1006
multi-input cells	620	7363
flip-flops and latches	56	1406
well taps	435	544.3
repair buffers	35	332.8
-- metal layers --
layer / GRT usage (%) / vias to the layer above
li1: - / 2889
met1: 20.90 / 3185
met2: 24.00 / 155
met3: 3.644 / 17
met4: 2.067 / 0
met5: 0 / -
-- kinds of logic after synthesis --
family,Yosys count,synth area share (%)
AOI/OAI and AO/OA,49,3.931
xor gates and xnor gates,28,2.922
adders and majority gates,286,52.81
buffers and inverters,276,10.60
DFF,56,14.34
muxes,23,2.642
and+or+nand+nor,234,12.75
-- critical path, stage by stage (launching register included) --
cell and delay, ps:
dfrtp_1 490, nand2_1 200, inv_1 80, fa_1 720, inv_1 130, fa_1 500
inv_1 60, fa_1 480, fa_1 580, fa_1 440, fa_1 490, inv_1 50
fa_1 500, inv_1 50, ha_1 360, a21oi_1 230, and2_1 220, a31oi_1 100
a311o_1 370, nor4_1 350, a41oi_2 310, a211oi_1 290
-- path summary, 6_finish.rpt --
kind,start,to,slack (ps)
max,x_delay[2][7]$_DFF_PP0_,y[5]$_DFF_PP0_,410
min,x_delay[1][7]$_DFF_PP0_,x_delay[2][7]$_DFF_PP0_,560
max reg2reg,x_delay[2][7]$_DFF_PP0_,y[5]$_DFF_PP0_,410
min reg2reg,x_delay[1][7]$_DFF_PP0_,x_delay[2][7]$_DFF_PP0_,560
max in group asynchronous,reset,h[2][0]$_DFFE_PP1P_,5030
min in group asynchronous,reset,x_delay[0][3]$_DFF_PP0_,1560
-- state kept, by name, indices dropped and copies added, names as in the netlist --
signal / cells
x_delay: 24
h: 24
y: 8
-- layout by cell type, fill, tap and decap left out, types with 5 or more instances in the layout --
| master | synthesis | layout |
|---|---|---|
| a211oi_1 | 9 | 9 |
| a21oi_1 | 6 | 6 |
| a31oi_1 | 10 | 10 |
| and2_1 | 103 | 103 |
| buf_4 | 0 | 7 |
| clkbuf_16 | 0 | 5 |
| clkdlybuf4s50_1 | 0 | 28 |
| dfrtp_1 | 52 | 52 |
| fa_1 | 213 | 213 |
| ha_1 | 73 | 73 |
| inv_1 | 267 | 266 |
| mux2_2 | 23 | 23 |
| nand2_1 | 77 | 77 |
| nand2b_1 | 14 | 14 |
| nor2_1 | 16 | 16 |
| o21ai_0 | 5 | 5 |
| xnor2_1 | 19 | 19 |
| xor2_1 | 6 | 6 |
-- through the flow --
step / std cells / cell area, um2 / setup WS (ps) / utilization, %
after floorplan: 952 / 9804 / 1177 / -
after global placement: 1414 / 10650 / 459.3 / 33.41
after detailed placement: 1414 / 10650 / 453.5 / 33.41
after CTS: 1422 / 10810 / 392.1 / 33.89
after global routing: 1422 / 10810 / 30.57 / 33.89
final: 1422 / 10810 / 410.2 / 33.89
